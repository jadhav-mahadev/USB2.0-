<file path="run.sh">
#!/bin/bash
# OpenROAD 26Q1-2900-gdf79404cd8, Yosys 0.63+post, stock flow scripts
make -C /OpenROAD-flow-scripts/flow DESIGN_CONFIG=/design/flow/config.mk WORK_HOME=/design/flow/orfs finish
</file>
<file path="config.mk">
export PLATFORM = sky130hd
export DESIGN_NAME = Transmitter
export DESIGN_NICKNAME = Transmitter
export VERILOG_FILES = /design/flow/design.v
export SDC_FILE = /design/flow/constraint.sdc
export NUM_CORES = 4
export LEC_CHECK = 1
export CORE_AREA = 10 10 105 105
export DIE_AREA = 0 0 115 115
</file>
<file path="constraint.sdc">
current_design Transmitter

set clk_period 2.4
set clk_io_pct 0.2

create_clock -name clk0 -period $clk_period [get_ports {clk}]

set non_clock_inputs [all_inputs -no_clocks]
set_input_delay [expr $clk_period * $clk_io_pct] -clock clk0 $non_clock_inputs
set_output_delay [expr $clk_period * $clk_io_pct] -clock clk0 [all_outputs]
</file>
<file path="design.v">
module Transmitter (
                        clk,
                        rst,
                        SIE,
                        NRZI_OPER_tx,
                        STUFF_OPER_tx,
                        sync_data,
                        data_in,
                        SYNC_pattern,
                        encoded_dataout,
                        txready,
						      opcode
                        );
 input clk;
 input rst;
 input SIE;
 input STUFF_OPER_tx;
 input NRZI_OPER_tx;
 input [7:0]sync_data;
 input [15:0]data_in;
 output encoded_dataout;
 output txready;
 output  SYNC_pattern;
 output [3:0]opcode;
 reg encoded_dataout;
 reg txready;
 wire SYNC_pattern;
 reg[15:0]hold_data;
 reg temp_out;
 reg [2:0]PS,NS;
 reg [3:0]opcode;
 reg [2:0]count;
 reg x1,x2,x3,x4,x5,x6,x7,x8;
 wire Bit_stuff;
 wire data;
 parameter IDLE=3'b000;
 parameter START=3'b001;
 parameter TWO=3'b010;
 parameter THIRD=3'b011;
 parameter FOUR=3'b100;
 parameter FIVE=3'b101;
 parameter BITSTUFF=3'b110;
always@(posedge clk)
begin
    if(rst)
    begin
        hold_data<=16'b0000_0000_0000_0000;
        opcode<=4'b0000;
    end
    else if(SIE&&~Bit_stuff&&SYNC_pattern)
       begin
       hold_data<=data_in;
       opcode<=opcode+1'b1;
       end
    else
    opcode<=opcode;
end
always@( posedge clk)
begin
    case(opcode)
       4'b0000:temp_out=hold_data[15];
       4'b0001:temp_out=hold_data[0];
       4'b0010:temp_out=hold_data[1];
       4'b0011:temp_out=hold_data[2];
       4'b0100:temp_out=hold_data[3];
       4'b0101:temp_out=hold_data[4];
       4'b0110:temp_out=hold_data[5];
       4'b0111:temp_out=hold_data[6];
       4'b1000:temp_out=hold_data[7];
       4'b1001:temp_out=hold_data[8];
       4'b1010:temp_out=hold_data[9];
       4'b1011:temp_out=hold_data[10];
       4'b1100:temp_out=hold_data[11];
       4'b1101:temp_out=hold_data[12];
       4'b1110:temp_out=hold_data[13];
       4'b1111:temp_out=hold_data[14];
    endcase
 end
 always@(posedge clk)
 begin
     if(rst)
     begin
          PS<=IDLE;
      end
     else
          PS<=NS;
end
always@(PS or temp_out)
begin
    case(PS)
        IDLE:if(temp_out&&STUFF_OPER_tx)
                begin
                    count=3'b001; 
                    NS=START;
                end
                else
                begin
                NS=IDLE;
                count=3'b000;
            end
        START:if(temp_out)
        begin
             count=3'b010;
             NS=TWO;
         end
         else
            begin
               NS=IDLE;
           end
        TWO:if(temp_out)
        begin
             count=3'b011;
             NS=THIRD;
        end   
         else
            begin
               NS=IDLE;
           end
        THIRD:if(temp_out)
        begin
             count=3'b100;
             NS=FOUR;
        end   
         else
            begin
               NS=IDLE;
           end
        FOUR:if(temp_out)
        begin
             count=3'b101;
             NS=FIVE;
        end   
         else
            begin
               NS=IDLE;
           end
        FIVE:if(temp_out)
        begin
             count=3'b110;
             NS=BITSTUFF;
        end   
         else
            begin
               count=3'b000;
               NS=IDLE;
           end
       BITSTUFF: 
               begin
                   count=3'b111;
                   NS=IDLE;
               end
   endcase
   end
   assign Bit_stuff=(count==3'b111)?1'b1:1'b0;
   assign data=Bit_stuff?0:temp_out;
   assign SYNC_pattern=(sync_data==8'b0111_1110)?1'b1:1'b0; 
endmodule
</file>
==> deck_impl_summary.md <==
Synthesis and Place & Route Summary

Synthesis
  • Syn_area_per_cell: 8.99 sq um
  • Main flop type: dfxtp_1
  • Synth async-reset ratio: 0%
  • Synth Area in Simple Gates: 17.0%
  • Yosys Chip Area: 1260 sq um
  • Flip-flops with a built-in enable: 0
  • Synth Instances: 140
  • Mux cell area share after synthesis: 14.3%
  • Yosys Warn Count: 3
  • Comb area leader: simple AND/OR/NAND/NOR gates
  • Synth Register Bits: 30
  • Ys cells: 140
  • Yosys cell types: 30
  • Complex Gates by Area: 13.1%
  • Adder share: 3.98%
  • XOR-XNOR Cells, Area Fraction: 0.696%
  • Synthesized area: 1260 sq um

Route
  • Detailed Route Iter0 Violations: 73
  • Ant. Diodes: 0
  • Routed vias/inst: 3.66
  • Wirelength per Cell: 11.4 microns
  • Post-route ant nets: 0
  • Routed WL: 3170 microns
  • DR DRC count: 0
  • Vias: 1021
  • First drt pass iteration count: 4

Clock tree
  • CTS max path bufs: 2
  • Post-CTS sizing: 0
  • CTS tree: built
  • Htree depth: 1
  • CTS Hold Bufs: 0
  • Worst skew pair latency: 260 ps
  • Worst-path clk slew: 80 ps
  • Post-CTS setup buffer count: 0
  • Num CTS Buffers: 3
  • Clk Tree Root Cell: clkbuf_8

Worst hold path
  • Hold crit path type: register to register
  • Hold path depth: 2
  • Worst hold start: hold_data[9]
  • Worst Hold Path EP: hold_data[9]

STA
  • Worst Hold Slack: 501 ps
  • Endpoints failing setup: 0
  • Cycle use final: 90.5%
  • Fmax: 460 MHz
  • Final TNS setup: 0 ps
  • Fin. Hold Viols: 0
  • RSZ-0062 raised after global routing: false
  • Number of unconstrained endpoints: 6
  • Setup Skew: 0.703 ps
  • Register pins left without a clock: 6
  • Minimum clock period: 2170 ps
  • Final Max Slew Viols: 0

Flow run
  • Tool warnings: 29
  • Max_cap viols: 0

Setup path
  • Worst path cell trace: clkdlybuf4s50_1 -> nand4b_1 -> nor2_1 -> clkdlybuf4s50_1
  • Worst reg2reg path startpoint: opcode[1]
  • Worst r2r path cells: 6
  • Reg-to-reg endpoint: temp_out
  • Setup crit start kind: input pin
  • Delay-heaviest family, CP: buffers and inverters
  • Critical path class: input pin to primary output
  • CP required: 1920 ps
  • Buf/Inv on CP: 2
  • Critical Path End Type: primary output
  • CP Depth: 4
  • Worst Path Arrival: 1690 ps
  • Critical path peak fanout: 2
  • CP max stage delay: 470 ps
  • Slowest stage cell, crit path: clkdlybuf4s50_1
  • Cell mode on critical path: clkdlybuf4s50_1
  • R2r setup slk: 780 ps

Cells and area
  • Fillers: 974
  • Cell area after layout: 1750 sq um
  • Area growth from synthesis to final layout: 38.7%
  • Layout cells sized above 1: 4.09%

GRT
  • Met2 Use GR: 7.06%
  • Initial antenna violation count: 0
  • Largest net degree at the start of global routing: 24
  • Grt met1 use: 6.32%
  • Vias in the first global route: 1013
  • Gr busiest metal: met2
  • Gr ovfl total: 0
  • Global routing met3 resource utilization: 1.48%
  • First-pass GRT wire length: 4970 microns
  • Total Routing Usage GR: 4.54%

Floorplan
  • Die x size: 115 microns
  • Die Span Y: 115 microns
  • Initial Util: 14.4%
  • # IOs: 36
  • Die ar.: 13200 sq um
  • Core region area: 8760 sq um
  • Core Rows: 34

Power and ir drop
  • PwrDens: 394 nW/um^2
  • Overall Power: 688 uW
  • Net Sw Frac: 19.7%
  • Clk network pwr share: 33.7%
  • Internal power: 552 uW
  • Net Switching: 136 uW
  • Sequential share of power: 57.9%
  • Leakage: 0.000728 uW
  • VDD IR max: 274 uV
  • Combinational share of power: 8.4%

Placement
  • Post-placement cell area: 1700 sq um
  • Final Wtd Congestion: 0.765
  • Post-DP HPWL: 2470 microns
  • Number of port buffers: 32

Run status
  • Status: complete, no violations
## per-layer routing
layer	routed length [microns]	up-vias	part of all wire, %
met2	1360	28	43
li1	-	545	-
met5	0	-	0
met4	0	0	0
met3	192	0	6.0
met1	1630	448	51
## state kept, by name, indices dropped and copies added, names as in the netlist
register	flops
opcode	4
count	3
temp_out	1
NS	3
hold_data	16
PS	3
## Yosys cell counts, types with 2 or more instances
cell	count	area [sq um]
dfxtp_1	24	480
or3_1	2	12.5
o21ai_0	7	35.0
ha_1	4	50.1
nand2_1	8	30.0
nand3_1	3	15.0
clkbuf_1	5	18.8
nor2b_1	3	18.8
and3_1	2	12.5
mux2i_1	18	180
buf_2	2	10.0
buf_4	2	15.0
a21oi_1	7	35.0
o211ai_1	2	15.0
inv_1	6	22.5
a22oi_1	4	30.0
nand4b_1	2	17.5
dlxtn_1	6	90.1
nor2_1	22	82.6
## worst max-delay path by stage
stage	startpoint	end	slack [ps]
final	sync_data[7]	SYNC_pattern	230
after global routing	sync_data[7]	opcode[3]	130
after CTS	sync_data[7]	SYNC_pattern	190
## power by group through the flow
stage         Clock (uW)  Combinational [uW]  Sequential [uW]
CTS                  238                58.9              398
global route         259                61.8              399
finish               232                57.5              398
## stage by stage
stage,setup WS [ps],std cells,utilization (%)
detailed placement,-26.6,276,19.4
floorplan,576,141,-
global placement,-20.5,276,19.4
global route,125,279,19.9
finish,228,279,19.9
CTS,194,279,19.9
## worst min-delay path, cell delays in order, from the launching register on
cell	delay (ps)
dfxtp_1	330
mux2i_1	70
nor2_1	70
## kinds of logic after synthesis
logic type / Yosys count
and+or+nand+nor: 45
DFF: 24
AOI/OAI and AO/OA: 26
other: 1
buffers and inverters: 15
adders and majority gates: 4
muxes: 18
latches: 6
xor gates and xnor gates: 1
## layout make-up
type                    count  area [sq um]  area share (%)
multi-input cells          96           626            35.8
inverters                   6          22.5            1.29
well taps                 108           135            7.74
repair buffers             36           350            20.1
flip-flops and latches     30           571            32.7
clock buffers               3          41.3            2.37
## cells in the final DEF, fill, tap and decap left out
master / netlist / routed
nor4b_1: 1 / 1
nand4b_1: 2 / 2
nor2b_1: 3 / 3
dfxtp_1: 24 / 24
a222oi_1: 1 / 1
xnor2_1: 1 / 1
clkdlybuf4s50_1: 0 / 32
nor2_1: 22 / 22
and3_1: 2 / 2
o211ai_1: 2 / 2
nand2b_1: 1 / 1
clkbuf_8: 0 / 3
a311o_1: 1 / 1
conb_1: 1 / 2
inv_1: 6 / 6
mux2i_1: 18 / 18
a21oi_1: 7 / 7
a22oi_1: 4 / 4
o22ai_1: 1 / 1
nand2_1: 8 / 8
a211oi_1: 1 / 1
a31oi_1: 1 / 1
ha_1: 4 / 4
nand3_1: 3 / 3
a221o_1: 1 / 1
o21ai_0: 7 / 7
or3_1: 2 / 2
dlxtn_1: 6 / 6
or4b_1: 1 / 1
buf_4: 2 / 4
No activity file was given, so power comes from the tool's default toggle rates.
